==> flow/design.v <==
`timescale 1ns/1ns
module halfAdder(A, B, sum, carry);
    input A,B;
    output sum,carry;
    and (carry, A, B);
    xor (sum, A, B);
endmodule;
module Increment16Bit(A, Aplus1, carry);
    input [15:0] A;
    output [15:0] Aplus1;
    output carry;
    wire [16:0] carry_forward;
    assign carry_forward[0] = 1;
    halfAdder h[15:0] (A[15:0], carry_forward[15:0], Aplus1[15:0], carry_forward[16:1]);
    buf(carry,carry_forward[16]);
endmodule
module CLA4Bit(A, B, C, sum, carry);
    input [3:0] A, B;
    input C;
    output [3:0] sum;
    output carry;
    wire [3:0] p, g;
    and a[3:0] (g[3:0], A[3:0], B[3:0]);
    xor x[3:0] (p[3:0], A[3:0], B[3:0]);
    wire car[4:0];
    buf (car[0], C);
    xor (sum[0], car[0], p[0]);
    and (t1, p[0], C);
    or (car[1], g[0], t1);
    xor (sum[1], car[1], p[1]);
    and (t2, p[0], p[1], C);
    and (t3, p[1], g[0]);
    or (car[2], g[1], t2, t3);
    xor (sum[2], car[2], p[2]);
    and (t4, p[0], p[1], p[2], C);
    and (t5, p[1], p[2], g[0]);
    and (t6, p[2], g[1]);
    or (car[3], g[2], t4, t5, t6);
    xor (sum[3], car[3], p[3]);
    and (t7, p[3], p[2], p[1], p[0], C);
    and (t8, p[3], p[2], p[1], g[0]);
    and (t9, p[3], p[2], g[1]);
    and (t10, p[3], g[2]);
    or (car[4], g[3], t7, t8, t9, t10);
    buf (carry, car[4]);
endmodule
module CLA4Bit_Generate(A, B, P, G);
    input [3:0] A, B;
    output P, G;
    wire [3:0] p, g;
    and a[3:0] (g[3:0], A[3:0], B[3:0]);
    xor x[3:0] (p[3:0], A[3:0], B[3:0]);
    and (P, p[0], p[1], p[2], p[3]);
    and (t1, p[3], p[2], p[1], g[0]);
    and (t2, p[3], p[2], g[1]);
    and (t3, p[3], g[2]);
    or (G, g[3], t1, t2, t3);
endmodule
module CLA16Bit(A, B, C, sum, carry);
    input [15:0] A, B;
    input C;
    output [15:0] sum;
    output carry;
    wire carry_forward [4:0];
    buf(carry_forward[0], C);
    CLA4Bit c1(A[3:0], B[3:0], carry_forward[0], sum[3:0], carry_forward[1]);
    CLA4Bit c2(A[7:4], B[7:4], carry_forward[1], sum[7:4], carry_forward[2]);
    CLA4Bit c3(A[11:8], B[11:8], carry_forward[2], sum[11:8], carry_forward[3]);
    CLA4Bit c4(A[15:12], B[15:12], carry_forward[3], sum[15:12], carry_forward[4]);
    buf(carry, carry_forward[4]);
endmodule
module CLA16Bit_HigherOrder(A, B, C, sum, carry);
    input [15:0] A, B;
    input C;
    output [15:0] sum;
    output carry;
    wire p0, p4, p8, p12;
    wire c0, c4, c8, c12;
    CLA4Bit_Generate cg1(A[3:0], B[3:0], p0, g0);
    CLA4Bit_Generate cg2(A[7:4], B[7:4], p4, g4);
    CLA4Bit_Generate cg3(A[11:8], B[11:8], p8, g8);
    CLA4Bit_Generate cg4(A[15:12], B[15:12], p12, g12);
    and (t1, p0, C);
    or (c4, g0, t1);
    and (t2, p0, p4, C);
    and (t3, p4, g0);
    or (c8, g4, t2, t3);
    and (t4, p0, p4, p8, C);
    and (t5, p4, p8, g0);
    and (t6, p8, g4);
    or (c12, g8, t4, t5, t6);
    and (t7, p0, p4, p8, p12, C);
    and (t8, p4, p8, p12, g0);
    and (t9, p8, p12, g4);
    and (t10, p12, g8);
    or (c16, g12, t7, t8, t9, t10);
    CLA4Bit cc1(A[3:0], B[3:0], C, sum[3:0], temp1);
    CLA4Bit cc2(A[7:4], B[7:4], c4, sum[7:4], temp2);
    CLA4Bit cc3(A[11:8], B[11:8], c8, sum[11:8], temp3);
    CLA4Bit cc4(A[15:12], B[15:12], c12, sum[15:12], temp4);
    buf (carry, c16);
endmodule
module CLS16Bit(A, B, C, diff, carry);
    input [15:0] A, B;
    input C;
    output [15:0] diff;
    output carry;
    wire [15:0] D, E;
    wire carry_temp;
    not n[15:0] (D[15:0], B[15:0]);
    Increment16Bit i[15:0] (D[15:0], E[15:0], carry_temp);
    CLA16Bit c1(A, E, C, diff, carry);
endmodule
module CLS16Bit_HigherOrder(A, B, C, diff, carry);
    input [15:0] A, B;
    input C;
    output [15:0] diff;
    output carry;
    wire [15:0] D, E;
    wire carry_temp;
    not n[15:0] (D[15:0], B[15:0]);
    Increment16Bit i[15:0] (D[15:0], E[15:0], carry_temp);
    CLA16Bit_HigherOrder c1(A, E, C, diff, carry);
endmodule
==> flow/run.sh <==
#!/bin/bash
# OpenROAD 26Q1-2900-gdf79404cd8, Yosys 0.63+post, stock flow scripts
make -C /OpenROAD-flow-scripts/flow DESIGN_CONFIG=/design/flow/config.mk WORK_HOME=/design/flow/orfs finish
==> flow/config.mk <==
export PLATFORM = sky130hd
export DESIGN_NAME = CLS16Bit
export DESIGN_NICKNAME = CLS16Bit
export VERILOG_FILES = /design/flow/design.v
export SDC_FILE = /design/flow/constraint.sdc
export NUM_CORES = 4
export LEC_CHECK = 1
export CORE_AREA = 10 10 90 90
export DIE_AREA = 0 0 100 100
export SYNTH_HDL_FRONTEND = slang
==> flow/constraint.sdc <==
current_design CLS16Bit

set clk_period 20.7
set clk_io_pct 0.2

create_clock -name clk0 -period $clk_period

set non_clock_inputs [all_inputs -no_clocks]
set_input_delay [expr $clk_period * $clk_io_pct] -clock clk0 $non_clock_inputs
set_output_delay [expr $clk_period * $clk_io_pct] -clock clk0 [all_outputs]
==> flow_summary.ini <==
; flow metrics
[synthesis]
yosysWarnings = 15
synth.distinct_cells = 27
syn_inst = 115
avgSynthCellArea_um2 = 8.21
yosys_cells = 115
synth_seq_share_pct = 0
netlist_area_um2 = 945
yosys_area_um2 = 945

[power]
powerDensity_nw_per_um2 = 29.0
ir_worst_vdd_v = 0.0000105
p_total_w = 0.0000447
power.leakage_nw = 0.741

[setup_path]
cp_slowest_cell = clkdlybuf4s50_1
critPathKind = in2out
critPathMaxStageDelay_ns = 0.48
worst_ep_required_time_ns = 16.56
end_kind = output port
critPathBufInv = 3
path_cells = clkdlybuf4s50_1 > inv_1 > ha_1 > ha_1 > ha_1 > ha_1 > ha_1 > ha_1 > ha_1 > ha_1 > ha_1 > ha_1 > o21a_1 > o21a_1 > or2_2 > nand4_1 > nand3b_1 > ha_1 > o21a_1 > o21a_1 > nor2_1 > xnor2_1 > clkdlybuf4s50_1
crit_arrival_ns = 8.85
critPathTopFamily = adder cells
startpoint_type = input pin
crit_top_cell = ha_1
crit_cells = 23
worstPathMaxFanout = 5

[floorplan]
die_x_um = 100
dieArea_um2 = 10000
initial_core_util_pct = 15.0
coreArea_um2 = 6280
dieHeight_um = 100
row_count = 29
ioPinCount = 50

[timing]
setup_ws_ns = 7.71
finalHoldViolCount = 0
worstMarginPinSlew_ns = 0.275
fin_setup_tns_ns = 0
setup_viol = 0
fmaxAchievable_mhz = 77.0
maxSlewViolCount = 0
rsz0062_at_grt = false
min_period_ns = 12.99
relSlewSlack_pct = 81.7
finalClockPeriodUsage_pct = 62.8

[finish]
seq_cells = 0
nFillCells = 684
layout.area.seq_um2 = 0
clkbuf_count = 0
layout-drive-gt1-share_pct = 4.24
syn2layout_area_growth_pct = 63.2

[job]
maxCapViolations = 0
warnings = 34

[placed_design]
post-dp-hpwl_mm = 2.46
gp_congestion = 0.756
port_buffers = 50
place_ws_ns = 7.65

[route]
dr.pass1.iters = 4
wl_met2_mm = 1.22
diodes = 0
dr_wl_met3_um = 284
routed_wirelength_mm = 2.56
routed.top_layer = met3
post_drt_wl_per_cell_um = 10.6
vias = 901
met1_length_mm = 1.05
drtAntennaViolNets = 0
drtIter0Drc = 6
via_per_inst = 3.72
drc = 0

[clock_network]
ctsHoldBuffers = 0
post_cts_buffers = 0
cts_resized = 0

[hold_path]
hp-class = in2out
hold_path_depth = 4

[grt]
grt_pass1_wl_mm = 4.08
grt_overflow_total = 0
grt_max_degree = 7
antenna_found_initial = 0
grt_pass1_vias = 892
grt_usage_pct = 4.86

[run_status]
status = complete, no violations
[placed cells by master, fill, tap and decap left out, drive strengths merged]
master / count
ha: 32
nand2b: 1
a21oi: 3
o211ai: 2
nor3b: 1
fa: 4
a21bo: 1
nand3b: 2
o21a: 8
nand3: 1
or3: 2
nor2: 8
nand4: 2
clkdlybuf4s50: 50
inv: 27
o221ai: 1
a31oi: 1
xnor2: 6
xor2: 2
nor3: 4
nand2: 1
o21ai: 3
or2: 1
o22ai: 2
[tightest hold or removal path, cell delays in order]
cell,delay (ns)
clkdlybuf4s50_1,0.46
ha_1,0.15
xnor2_1,0.07
clkdlybuf4s50_1,0.40
[logic make-up after synthesis]
logic type      share of synthesized area (%)
xor+xnor                                 7.42
fa+ha+maj                                50.9
simple gates                             13.6
compound gates                           17.3
buf+inv                                  10.7
[synth_stat cells, types with 2 or more instances]
library cell / count / share of area (%)
a21oi_1: 3 / 1.6
fa_1: 4 / 8.5
ha_1: 32 / 42
inv_1: 27 / 11
nand3b_1: 2 / 1.6
nand4_1: 2 / 1.3
nor2_1: 8 / 3.2
nor3_1: 4 / 2.1
o211ai_1: 2 / 1.6
o21a_1: 6 / 4.8
o21ai_0: 2 / 1.1
o22ai_2: 2 / 2.6
xnor2_1: 6 / 5.6
xor2_1: 2 / 1.9
[path summary, 6_finish.rpt]
path	slack, ns	to	from
setup / recovery	7.71	diff[15]	B[0]
hold / removal	9.36	diff[15]	A[15]
[cell type report]
class	count	area, um2	share of cell area [%]
Timing Repair Buffer	50	500	32.5
Multi-Input combinational cell	88	843	54.7
Tap cell	77	96.3	6.25
Inverter	27	101	6.57
[power by group]
part	internal [W]	switching [W]	total (W)
clock network	0	0	0
registers	0	0	0
logic	0.0000290	0.0000157	0.0000447
total	0.0000290	0.0000157	0.0000447
[metal layers]
metal | up-vias | global-route usage (%)
met5 | - | 0
met4 | 0 | 0
met3 | 0 | 2.08
met2 | 25 | 8.56
met1 | 381 | 5.69
li1 | 495 | -
[per-stage QoR]
| stage | area (um2) | std cells | util (%) | hold WS (ns) |
|---|---|---|---|---|
| 6_report | 1540 | 242 | 24.6 | 9.36 |
| 5_1_grt | 1540 | 242 | 24.6 | 9.40 |
| 4_1_cts | 1540 | 242 | 24.6 | 9.38 |
| 3_5_place_dp | 1540 | 242 | 24.6 | 9.37 |
| 3_3_place_gp | 1540 | 242 | 24.6 | 9.37 |
| 2_1_floorplan | 945 | 115 | - | 8.39 |

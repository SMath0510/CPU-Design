### /design/flow/design.v
`timescale 1ns/1ns
module fullAdder(A, B, Cin, S, Cout);
    input A, B, Cin;
    output S, Cout;
    xor (S, A, B, Cin);
    and (temp1, A, B);
    and (temp2, B, Cin);
    and (temp3, Cin, A);
    or (Cout, temp1, temp2, temp3);
endmodule
module Adder8Bit(A, B, S);
    input [7:0] A, B;
    output [8:0] S;
    wire [8:0] carry_forward;
    buf (carry_forward[0], 1'b0);
    fullAdder f[7:0] (A[7:0], B[7:0], carry_forward[7:0], S[7:0], carry_forward[8:1]);
    buf (S[8], carry_forward[8]);
endmodule
module Adder4Bit(A, B, S);
    input [3:0] A, B;
    output [3:0] S;
    wire [4:0] carry_forward;
    buf (carry_forward[0], 1'b0);
    fullAdder f[3:0] (A[3:0], B[3:0], carry_forward[3:0], S[3:0], carry_forward[4:1]);
endmodule
module FullSubtractor(A, B, Bin, D, Bout);
    input A, B, Bin;
    output D, Bout;
    xor (D, A, B, Bin);
    not (Abar, A);
    and (temp1, Abar, B);
    and (temp2, Abar, Bin);
    and (temp3, B, Bin);
    or (Bout, temp1, temp2, temp3);
endmodule
module Subtractor4Bit(A, B, D, Bout);
    input [3:0] A, B;
    output [3:0] D;
    output Bout;
    wire [4:0] borrow_forward;
    buf (borrow_forward[0], 1'b0);
    FullSubtractor f[3:0] (A[3:0], B[3:0], borrow_forward[3:0], D[3:0], borrow_forward[4:1]);
    buf (Bout, borrow_forward[4]);
endmodule
module Multiplexer2to1_8Bit(A0, A1, Sel, B);
    input [7:0] A0, A1;
    input Sel;
    output [7:0] B;
    wire notSel;
    wire [7:0] temp0, temp1;
    not (notSel, Sel);
    and a0 [7:0] (temp0, A0, notSel);
    and a1 [7:0] (temp1, A1, Sel);
    or o [7:0] (B, temp0, temp1);
endmodule
module Multiplexer2to1_4Bit(A0, A1, Sel, B);
    input [3:0] A0, A1;
    input Sel;
    output [3:0] B;
    wire notSel;
    wire [3:0] temp0, temp1;
    not (notSel, Sel);
    and a0 [3:0] (temp0, A0, notSel);
    and a1 [3:0] (temp1, A1, Sel);
    or o [3:0] (B, temp0, temp1);
endmodule
module Multiplexer2to1_7Bit(A0, A1, Sel, B);
    input [6:0] A0, A1;
    input Sel;
    output [6:0] B;
    wire notSel;
    wire [6:0] temp0, temp1;
    not (notSel, Sel);
    and a0 [6:0] (temp0, A0, notSel);
    and a1 [6:0] (temp1, A1, Sel);
    or o [6:0] (B, temp0, temp1);
endmodule
module Multiplexer8to1(A0, A1, A2, A3, A4, A5, A6, A7, Sel, B);
    input [7:0] A0, A1, A2, A3, A4, A5, A6, A7;
    input [2:0] Sel;
    output [7:0] B;
    wire [2:0] notSel;
    wire [7:0] temp0, temp1, temp2, temp3, temp4, temp5, temp6, temp7;
    not n [2:0] (notSel, Sel);
    and (t0, notSel[0], notSel[1], notSel[2]);
    and a0 [7:0] (temp0, A0, t0);
    and (t1, Sel[0], notSel[1], notSel[2]);
    and a1 [7:0] (temp1, A1, t1);
    and (t2, notSel[0], Sel[1], notSel[2]);
    and a2 [7:0] (temp2, A2, t2);
    and (t3, Sel[0], Sel[1], notSel[2]);
    and a3 [7:0] (temp3, A3, t3);
    and (t4, notSel[0], notSel[1], Sel[2]);
    and a4 [7:0] (temp4, A4, t4);
    and (t5, Sel[0], notSel[1], Sel[2]);
    and a5 [7:0] (temp5, A5, t5);
    and (t6, notSel[0], Sel[1], Sel[2]);
    and a6 [7:0] (temp6, A6, t6);
    and (t7, Sel[0], Sel[1], Sel[2]);
    and a7 [7:0] (temp7, A7, t7);
    or o [7:0] (B,  temp0, temp1, temp2, temp3, temp4, temp5, temp6, temp7);
endmodule
module BarrelShifter8Bit(A, Sel, B);
    input [7:0] A;
    input [2:0] Sel;
    output [7:0] B;
    wire [7:0] Ashifted0, Ashifted1, Ashifted2, Ashifted3, Ashifted4, Ashifted5, Ashifted6, Ashifted7;
    buf b0 [7:0] (Ashifted0[7:0], A[7:0]);
    buf b2 [6:0] (Ashifted1[6:0], A[7:1]);
    buf b3 [7:7] (Ashifted1[7:7], 1'b0);
    buf b4 [5:0] (Ashifted2[5:0], A[7:2]);
    buf b5 [7:6] (Ashifted2[7:6], 2'b0);
    buf b6 [4:0] (Ashifted3[4:0], A[7:3]);
    buf b7 [7:5] (Ashifted3[7:5], 3'b0);
    buf b8 [3:0] (Ashifted4[3:0], A[7:4]);
    buf b9 [7:4] (Ashifted4[7:4], 4'b0);
    buf b10 [2:0] (Ashifted5[2:0], A[7:5]);
    buf b11 [7:3] (Ashifted5[7:3], 5'b0);
    buf b12 [1:0] (Ashifted6[1:0], A[7:6]);
    buf b13 [7:2] (Ashifted6[7:2], 6'b0);
    buf b14 [0:0] (Ashifted7[0:0], A[7:7]);
    buf b15 [7:1] (Ashifted7[7:1], 7'b0);
    Multiplexer8to1 m (Ashifted0, Ashifted1, Ashifted2, Ashifted3, Ashifted4, Ashifted5, Ashifted6, Ashifted7, Sel, B);
endmodule
module Float_Adder_12bit (X, Y, Z);
    input [11:0] X, Y;
    output [11:0] Z;
    buf (Z[11], 1'b0);
    wire [3:0] K, XE, YE, ZE;
    buf b0[3:0] (XE[3:0], X[10:7]);
    buf b1[3:0] (YE[3:0], Y[10:7]);
    Subtractor4Bit s (XE, YE, K, Bout);
    wire [7:0] temp, Xm, Ym, temp1, Zm;
    buf b2[6:0] (Xm[6:0], X[6:0]);
    buf b3[6:0] (Ym[6:0], Y[6:0]);
    buf (Xm[7], 1'b1);
    buf (Ym[7], 1'b1);
    BarrelShifter8Bit b (Ym[7:0], K[2:0], temp[7:0]);
    Multiplexer2to1_8Bit m (temp[7:0], 8'b0, K[3], temp1[7:0]);
    wire [8:0] Sm;
    Adder8Bit a (Xm[7:0], temp1[7:0], Sm[8:0]);
    Multiplexer2to1_7Bit m1 (Sm[6:0], Sm[7:1], Sm[8], Zm[6:0]);
    wire [3:0] tempe;
    Adder4Bit a1 (XE[3:0], 4'b0001, tempe[3:0]);
    Multiplexer2to1_4Bit m2 (XE[3:0], tempe[3:0], Sm[8], ZE[3:0]);
    buf b4[3:0] (Z[10:7], ZE[3:0]);
    buf b5[6:0] (Z[6:0], Zm[6:0]);
endmodule
### /design/flow/constraint.sdc
current_design Float_Adder_12bit

set clk_period 6.7
set clk_io_pct 0.2

create_clock -name clk0 -period $clk_period

set non_clock_inputs [all_inputs -no_clocks]
set_input_delay [expr $clk_period * $clk_io_pct] -clock clk0 $non_clock_inputs
set_output_delay [expr $clk_period * $clk_io_pct] -clock clk0 [all_outputs]
### /design/flow/run.sh
#!/bin/bash
# OpenROAD 26Q1-2900-gdf79404cd8, Yosys 0.63+post, stock flow scripts
make -C /OpenROAD-flow-scripts/flow DESIGN_CONFIG=/design/flow/config.mk WORK_HOME=/design/flow/orfs finish
### /design/flow/config.mk
export PLATFORM = sky130hd
export DESIGN_NAME = Float_Adder_12bit
export DESIGN_NICKNAME = Float_Adder_12bit
export VERILOG_FILES = /design/flow/design.v
export SDC_FILE = /design/flow/constraint.sdc
export NUM_CORES = 4
export LEC_CHECK = 1
export CORE_AREA = 10 10 95 95
export DIE_AREA = 0 0 105 105
export SYNTH_HDL_FRONTEND = slang
==> impl_metrics.ini <==
; physical design summary
[outcome]
status = complete, but fails checks
violations = negative setup slack

[place]
dp.cells = 232
dp_hpwl_mm = 2.27
gp_congestion = 0.854
io_buffer_count = 33
preCtsSetupSlack_ns = -2.30

[logic_synthesis]
syn_area_per_cell_um2 = 8.66
yosysTopAreaCellShare = 0.210
yosys.cell_types.count = 34
yosysCellCount = 88
yosys.stat.seqShare = 0
yosys_area_um2 = 762
yosys.area.top_type = fa_1
yosysWarnings = 0
syn_area_um2 = 762
synthCells = 88
ys_top_cells_by_area = fa_1 (21%), mux2_2 (12%), ha_1 (9.9%), mux2i_1 (5.3%), inv_1 (3.9%)

[worst_setup_path]
path_cells = buf_12 -> inv_12 -> ha_4 -> inv_2 -> fa_2 -> fa_2 -> and3b_1 -> a311oi_2 -> a21oi_1 -> o21ba_2 -> fa_2 -> fa_2 -> fa_2 -> fa_2 -> fa_2 -> fa_2 -> ha_4 -> a2111oi_4 -> buf_6 -> buf_6 -> mux2_4 -> buf_2
crit_slowest_cell = fa_2
cp-end-kind = primary output
startpoint_type = input port
critPathMaxStageDelay_ns = 0.60
arrival_ns = 6.68
critical_path_class = in2out
worstPathRequired_ns = 5.36
critPathLaunch = X[7]
cpMostUsedCell = fa_2
worst-path-max-fanout = 7

[finish]
clockBufferCount = 0
final_core_util = 0.219
flop-count = 0
regArea_um2 = 0
drive_gt1_frac = 0.524
fin_cells = 239
fillers = 773
area_growth_pct = 98.2

[die]
die_width_um = 105
fp-utilization = 0.110
io_pins = 36
die_h_um = 105
num_rows = 30
dieArea_um2 = 11000
core_um2 = 6910

[worst_hold_path]
hold_class = in2out
holdCritStartpoint = X[7]
hold_path_end = Z[7]
min_path_cells = 4

[power_and_ir_drop]
ir_drop_v = 0.0000306
p_clk_frac = 0
combPwrFrac = 1.000
power_uw = 241
switching_share = 0.366
seqPwrFrac = 0
intPower_uw = 153
net-switching-power_uw = 88.2
p_per_area_nw_per_um2 = 160
power.leakage_nw = 0.664

[grt]
grt_pass1_wl_mm = 4.42
antenna_found_initial = 0
grt_overflow = 0
grt_max_degree = 11
grtUsageTotal = 0.0477
grt_pass1_vias = 891

[final_timing]
rsz0062_at_grt = true
fin_crit_sh = 1.20
min_period_ns = 8.02
finalMaxSlewViolations = 0
fmax_ghz = 0.125
setup_ws_ns = -1.32
finalHoldViolations = 0
setup_tns_ns = -13.74
setup_viol = 11
tightestPinTransition_ns = 0.726
relSlewSlack = 0.504

[flow_run]
max-cap-violations = 0
warnings = 38

[drt]
drt_first_pass_iters = 2
route.detailed.drc = 0
antenna_cells = 0
wirelength_mm = 2.66
via_per_inst = 3.47
postRouteAntennaNets = 0
routedWlPerCell_um = 11.1
dr_total_vias = 829
drtIter0Drc = 24

[clock_tree]
cts_hold_buf = 0
worst max path at each step:
stage | slack (ns) | depth (start not counted) | to
CTS | -1.49 | 23 | Z[0]
global route | -1.55 | 23 | Z[0]
finish | -1.32 | 22 | Z[0]
per-layer routing:
metal | part of all wire | GRT usage | vias up | routed length, um
met2 | 0.53 | 0.0863 | 12 | 1410
met1 | 0.44 | 0.0625 | 396 | 1160
met3 | 0.030 | 0.00621 | 0 | 80
li1 | - | - | 421 | -
met4 | 0 | 0 | 0 | 0
met5 | 0 | 0 | - | 0
stage by stage:
step | hold slack, ns | instance area (um2)
floorplan | 2.70 | 825
global placement | 3.79 | 1400
detailed placement | 3.78 | 1400
CTS | 3.06 | 1470
global route | 3.07 | 1510
finish | 3.05 | 1510
cells by family (layout without fill, tap and decap cells):
kind of cell,Yosys count,after routing,share of synthesized area
other,1,1,0.00492
adder cells (fa/ha/maj),14,14,0.309
multiplexers,13,13,0.200
AND/OR/NAND/NOR,24,24,0.151
buffers and inverters,15,70,0.0837
XOR/XNOR,3,3,0.0542
AND-OR/OR-AND,18,18,0.197
critical path: cells and delay by family:
kind,cells,cell delay (ns)
AND-OR/OR-AND,4,0.86
buffers and inverters,6,0.59
adder cells (fa/ha/maj),10,3.40
AND/OR/NAND/NOR,1,0.20
multiplexers,1,0.28
cells in the mapped netlist:
library cell	n
o211ai_1	2
o31ai_1	1
xnor2_1	2
nand2b_1	1
or2_2	1
mux2_2	8
a21oi_1	5
nor4_1	1
a2111oi_0	1
a311oi_1	1
o21ba_2	1
ha_1	6
a211oi_1	1
mux4_2	1
buf_4	1
clkbuf_1	1
buf_2	3
fa_1	8
a2111oi_4	1
or3_1	1
nor2_1	7
nand3_1	2
o41ai_2	1
xnor3_2	1
conb_1	1
nor2b_1	1
a2bb2oi_1	1
o21ai_0	3
mux2i_1	4
nor3_1	4
and3b_1	1
inv_1	8
buf_1	2
nand2_1	5
repair_timing:
| item | in CTS | in global routing |
|---|---|---|
| endpoints found under the setup margin | 11 | 11 |
| buffers inserted | 6 | 1 |
| pin swaps | 16 | 15 |
| gates resized | 70 | 8 |
layout by cell type, fill, tap and decap left out, drive strengths merged, types with 2 or more instances in the layout:
cell	netlist	layout
o211ai	2	2
buf	6	42
nand3	2	2
xnor2	2	2
mux2i	4	4
clkdlybuf4s50	0	18
a2111oi	2	2
nand2	5	5
fa	8	8
mux2	8	8
a21oi	5	5
inv	8	8
o21ai	3	3
ha	6	6
nor3	4	4
nor2	7	7
area by class of cell:
class,count,area (um2),share of cell area
inverters,8,42.5,0.0282
multi-input cells,73,798,0.529
well taps,96,120,0.0795
repair buffers,62,549,0.364
power groups by stage:
| stage | registers, mW | clock network (mW) | logic (mW) |
|---|---|---|---|
| 6_report | 0 | 0 | 0.241 |
| 5_1_grt | 0 | 0 | 0.268 |
| 4_1_cts | 0 | 0 | 0.236 |
No activity file was given, so power comes from the tool's default toggle rates.
